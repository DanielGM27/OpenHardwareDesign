File: run.sh
#!/bin/bash
# OpenROAD 26Q1-2900-gdf79404cd8, Yosys 0.63+post, stock flow scripts
make -C /OpenROAD-flow-scripts/flow DESIGN_CONFIG=/design/flow/config.mk WORK_HOME=/design/flow/orfs finish
File: constraint.sdc
current_design sign_extend

set clk_period 2.4
set clk_io_pct 0.2

create_clock -name clk0 -period $clk_period

set non_clock_inputs [all_inputs -no_clocks]
set_input_delay [expr $clk_period * $clk_io_pct] -clock clk0 $non_clock_inputs
set_output_delay [expr $clk_period * $clk_io_pct] -clock clk0 [all_outputs]
File: config.mk
export PLATFORM = sky130hd
export DESIGN_NAME = sign_extend
export DESIGN_NICKNAME = sign_extend
export VERILOG_FILES = /design/flow/design.v
export SDC_FILE = /design/flow/constraint.sdc
export NUM_CORES = 4
export LEC_CHECK = 1
export CORE_AREA = 10 10 70 70
export DIE_AREA = 0 0 80 80
File: design.v
module sign_extend #(
    parameter int ILen = 32
) (
    input  logic [ILen-1:0] instr_i,
    input  logic [     2:0] imm_src_i,
    output logic [ILen-1:0] imm_ext_o
);
  always_comb begin : sign_extension
    imm_ext_o = 32'b0;
    case (imm_src_i)
      3'b000: imm_ext_o = {{20{instr_i[ILen-1]}}, instr_i[ILen-1:20]};
      3'b001: imm_ext_o = {{20{instr_i[ILen-1]}}, instr_i[ILen-1:25], instr_i[11:7]};
      3'b010: begin
        imm_ext_o = {
          {19{instr_i[ILen-1]}}, instr_i[ILen-1], instr_i[7], instr_i[30:25], instr_i[11:8], 1'b0
        };
      end
      3'b011: begin
        imm_ext_o = {{12{instr_i[ILen-1]}}, instr_i[19:12], instr_i[20], instr_i[30:21], 1'b0};
      end
      3'b100: imm_ext_o = {instr_i[ILen-1:12], 12'b0};
      default: ;
    endcase
  end
endmodule
==> out/qor.txt <==
dpl cells -> 184
Residual DRC -> 0
ys cells -> 73
Netlist cell types -> 18
Vias -> 751
Post-Layout Cell Count -> 185
Worst Setup Start Kind -> primary input
DR WL/cell -> 14.19 µm
status -> complete, no violations
Post-Route WL -> 2626 µm
Critical-path top delay cell -> clkdlybuf4s50_1
Detailed Place HPWL -> 2195 µm
DIE HEIGHT -> 80 µm
Final setup viols -> 0
critical-path maximum fanout -> 5
average vias per placed instance -> 4.059
antenna violations before repair -> 0
final instance area -> 1239 µm²
Slew headroom -> 0.8056
YS warnings -> 1
FF+latch area -> 0 µm²
Post-DP Area -> 1212 µm²
Clock buffer cells -> 0
IO Pins -> 67
max-cap viol count -> 0
Yosys chip area -> 494.2 µm²
floorplan utilization -> 0.1447
CP endpoint kind -> output pin
first-pass GRT wire length -> 3995 µm
Data arrival, critical path -> 1.84 ns
buffer and inverter count on the worst path -> 4
postcts setup bufs -> 0
type of the worst min-delay path -> in -> out
Hold Worst Slack -> 1.582 ns
Final WS setup -> 0.08216 ns
DRT antenna net count -> 0
Peak VDD IR -> 72.33 µV
RSZ-0062 raised after global routing -> no
Mapped Avg Cell Area -> 6.770 µm²
layout cells sized above 1 -> 0.1583
die width -> 80 µm
Syn Inst Count -> 73
1st-pass router iterations -> 4
GP Congestion -> 0.7320
pre-CTS setup slack -> -0.2287 ns
Iter 0 DRT Violations -> 40
GRT Overall Usage -> 0.07742
P_leak -> 0.0005422 µW
total power -> 224.6 µW
total global routing overflow -> 0
largest net degree at the start of global routing -> 15
fin crit share -> 0.9658
Max Fclk -> 431.4 MHz
Hold Vio Cnt, Final -> 0
Seq share, synth -> 0
min Tclk post-route -> 2.318 ns
Worst Tran Pin Value -> 0.2913 ns
Tool Warnings -> 39
critical path's largest stage delay -> 0.47 ns
diode count -> 0
Core Box Area -> 3416 µm²
Pwr Density -> 181.3 nW/µm²
Crit Path Category -> in -> out
synthesized cell area -> 494.2 µm²
row count -> 21
DIE AREA -> 6400 µm²
crit-path cells -> clkbuf_2, buf_6, nor3b_4, clkbuf_16, a21o_1, clkdlybuf4s50_1
critical path's top delay family -> buffers and inverters
vias in the first global route -> 688
Max Slew Vio Count -> 0
Worst EP required -> 1.92 ns
Layout area overhead -> 150.6%
Port Buf Inserts -> 60
Seq cells -> 0
-- metrics by stage --
stage,TNS [ns],utilization
final,0,0.3626
after global routing,0,0.3626
after CTS,0,0.3575
after detailed placement,-4.322,0.3549
after global placement,-3.896,0.3549
after floorplan,0,-
-- path summary, 6_finish.rpt --
check / from / end / slack (ns) / cells past startpoint
worst min-delay path: imm_src_i[1] / imm_ext_o[13] / 1.58 / 4
worst max-delay path: imm_src_i[0] / imm_ext_o[27] / 0.08 / 6
-- logic make-up after synthesis --
| logic type | count (synthesis) | synth area share |
|---|---|---|
| compound gates | 37 | 0.4582 |
| xor+xnor | 1 | 0.05570 |
| buf+inv | 11 | 0.1392 |
| mux | 6 | 0.1215 |
| simple gates | 18 | 0.2253 |
-- report_power, final --
part	switching, µW	leakage [µW]	total (µW)	internal [µW]
clock	0	0	0	0
sequential	0	0	0	0
combinational	70.7	0.000542	225	154
-- Yosys cell counts (all sizes together) --
cell / number / area share
o22ai: 8 / 0.10
a211oi: 1 / 0.015
nor3: 1 / 0.010
a21o: 10 / 0.15
nor2: 5 / 0.038
nor2b: 9 / 0.11
mux2i: 6 / 0.12
xor2: 1 / 0.056
a31o: 1 / 0.018
inv: 1 / 0.0076
clkbuf: 2 / 0.015
and2: 2 / 0.025
o21ai: 1 / 0.010
nor3b: 1 / 0.038
a21oi: 16 / 0.16
buf: 8 / 0.12
-- per-layer routing --
layer	wire length [µm]	GRT usage	up-vias
met5	0	0	-
met4	0	0	0
met3	109	0.01364	0
met2	1440	0.1437	15
met1	1077	0.09518	335
li1	-	-	401
-- layout make-up --
type,count,area [µm²]
fill,346,2177
timing repair buffer,76,744.5
multi-input combinational,62,432.9
tap,46,57.56
inverter,1,3.754
-- worst min-delay path: cells and delay by family --
kind / cells / cell delay (ns)
buffers and inverters: 3 / 0.53
AOI/OAI and AO/OA: 1 / 0.09
-- cell usage in the layout, fill, tap and decap left out --
master | netlist | routed
mux2i_1 | 6 | 6
nor2b_1 | 9 | 8
clkbuf_2 | 0 | 3
buf_6 | 2 | 3
xor2_4 | 1 | 1
a211oi_1 | 1 | 1
inv_1 | 1 | 1
o22ai_1 | 8 | 8
clkbuf_16 | 0 | 1
a21o_1 | 10 | 10
nor3_1 | 1 | 1
nor3b_4 | 1 | 1
nor2_1 | 5 | 5
a21oi_1 | 16 | 16
buf_12 | 0 | 1
o21ai_0 | 1 | 1
dlygate4sd2_1 | 0 | 2
clkdlybuf4s50_1 | 0 | 55
buf_4 | 2 | 11
nor2b_4 | 0 | 1
a31o_1 | 1 | 1
and2_1 | 2 | 2
-- what timing repair did --
action,in CTS,in global routing
gates cloned,0,1
setup endpoints to repair,25,19
pin swaps,2,2
hold buffers,0,0
gates resized,9,7
Power is estimated from default activity; no workload was simulated.
