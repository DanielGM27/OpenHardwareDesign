$ cat ./constraint.sdc
current_design alu

set clk_period 14.6
set clk_io_pct 0.2

create_clock -name clk0 -period $clk_period

set non_clock_inputs [all_inputs -no_clocks]
set_input_delay [expr $clk_period * $clk_io_pct] -clock clk0 $non_clock_inputs
set_output_delay [expr $clk_period * $clk_io_pct] -clock clk0 [all_outputs]
$ cat ./config.mk
export PLATFORM = sky130hd
export DESIGN_NAME = alu
export DESIGN_NICKNAME = alu
export VERILOG_FILES = /design/flow/design.v
export SDC_FILE = /design/flow/constraint.sdc
export NUM_CORES = 4
export LEC_CHECK = 1
export CORE_UTILIZATION = 40
$ cat ./design.v
module alu #(
    parameter int XLen = 32,
    parameter int NOps = 5,
    localparam int NOpsWidth = $clog2(NOps)) 
(
    input logic [XLen-1:0] a_i,
    input logic [XLen-1:0] b_i,
    input logic [NOpsWidth-1:0] alu_control_i,
    output logic [XLen-1:0] result_o,
    output logic zero_o
);
    logic overflow;
    logic [XLen-1:0]sum;
    logic cout;
    logic [XLen-1:0] invb;
assign invb = alu_control_i[0] ? ~b_i : b_i;
assign {cout, sum} = a_i + invb + alu_control_i[0];
assign overflow = ( ~(alu_control_i[0] ^ b_i[XLen-1] ^ a_i[XLen-1]) && (a_i[XLen-1] ^ sum[XLen-1]) && ~alu_control_i[1] );
always_comb begin
    case(alu_control_i)
        3'b000: result_o = sum;
        3'b001: result_o = sum;
        3'b010: result_o = a_i & b_i;
        3'b011: result_o = a_i | b_i;
        3'b101: result_o = sum[XLen-1] ^ overflow;
        default: result_o = '0;
    endcase  
end
assign zero_o = (result_o == 0)? 1 : 0;
endmodule
$ cat ./run.sh
#!/bin/bash
# OpenROAD 26Q1-2900-gdf79404cd8, Yosys 0.63+post, stock flow scripts
make -C /OpenROAD-flow-scripts/flow DESIGN_CONFIG=/design/flow/config.mk WORK_HOME=/design/flow/orfs finish
==> results.cfg <==
; implementation run metrics
[worst_setup_path]
cpPeakStageDelay_ps = 590
path_cells = buf_2, buf_4, xor2_1, inv_1, fa_1, nand2b_1, a21oi_1, xnor2_1, a211oi_1, or4b_1, nor4_1, nand4b_1, nor4_2, nand4_1, nor4b_2, clkdlybuf4s50_1
cp_top_family = simple AND/OR/NAND/NOR gates
critPathCapture = zero_o
worstSetupPathType = input pin to primary output
cp.arrival_ps = 7670
crit_required_ps = 11680
cp_max_fo = 39
cp-start-kind = input pin
slowest_stage = or4b_1
startpoint = alu_control_i[0]
crit_buf_inv = 4
crit_cells = 16
end_kind = primary output

[global_route]
track_usage = 0.271
grt_antenna_before_repair = 0
grt-ovfl-total = 0
grt_pass1_wl_um = 18000
grt_max_degree = 40
grt_pass1_vias = 3552

[sta]
rsz0062_at_grt = no
slew_headroom = 0.538
setup_tns_ps = 0
fin_ws_ps = 4010
fin_crit_sh = 0.725
finalMaxSlewViolations = 0
period_needed_ps = 10590
finalSetupViolations = 0
max_freq_mhz = 94.4
hold_viol = 0
worstMarginPinSlew_ps = 693

[synth]
ys_types = 71
ys_seq_frac = 0
synth.avg_cell_area_um2 = 6.73
yosys_area_mm2 = 0.00320
yosys_warnings = 1
syn_inst = 475
synth_stat.cells = 475
synth_area_mm2 = 0.00320

[routing]
ant_nets = 0
drc = 0
viasPerCell = 6.01
first_iter_violations = 265
antenna_cells = 0
dr_total_vias = 3907
routed_wl_um = 11300
routedWlPerCell_um = 17.3
drt_pass1_iterations = 5

[floorplanning]
initCoreUtil = 0.414
io_pins = 100
die_area_mm2 = 0.00836
dieHeight_um = 91.4
core-area_mm2 = 0.00773
num_rows = 32
dieWidth_um = 91.4

[pwr]
vdd_drop_max_v = 0.0000274
leakagePower_nw = 1.64
pwr_density_cell_mw_per_mm2 = 52.2

[min_path]
min_from = alu_control_i[0]
hold_path_class = input pin to primary output

[finish]
final.clkbuf_count = 0
area_delta_synth_final_pct = 31.9
finish.instance_area_mm2 = 0.00422
register_area_um2 = 0
final_cells = 650
drive_gt1_frac = 0.0456
design.seq.count = 0

[cts]
cts_resized = 0
ctsHoldBuffers = 0
cts_setup_buffers = 0

[place]
post-place-ws_ps = 4010
place_area_mm2 = 0.00422
numPortBuffers = 100
post-dp-hpwl_um = 8990
dpl.cell_count = 650
gp_congestion = 0.941

[run_status]
status = finished clean

[run]
drv_cap = 0
warning_count = 35
kinds of logic after synthesis:
| kind of cell | share of synthesized area |
|---|---|
| xor+xnor | 0.126 |
| fa+ha+maj | 0.175 |
| mux | 0.0200 |
| buf+inv | 0.0548 |
| compound gates | 0.390 |
| simple gates | 0.234 |
worst min path at each step:
stage                           to  slack (ps)  depth (start not counted)
final                 result_o[27]        6840                          4
after global routing  result_o[27]        6940                          4
after CTS             result_o[27]        6860                          4
power breakdown:
part	leakage [nW]	switching, mW	internal [mW]	total (mW)
Combinational	1.64	0.118	0.103	0.220
Clock	0	0	0	0
Sequential	0	0	0	0
Total	1.64	0.118	0.103	0.220
placed cells by master, fill, tap and decap left out, types with 7 or more instances in the layout:
cell type        netlist  routed
a211oi_1               8       8
a21o_1                12      12
a21oi_1               41      41
a31oi_1                7       7
clkdlybuf4s50_1        0      99
ha_1                  32      32
inv_1                  9       9
maj3_1                14      14
nand2_1               54      54
nand3_1                7       7
nand4_1               10      10
nor2_1                33      33
nor3_1                 8       8
o21a_1                 9       9
o21ai_0               43      43
or3_1                  7       7
xor2_1                40      40
metal layers:
| layer | global-route usage | wire, µm |
|---|---|---|
| met4 | 0.0185 | 114 |
| met3 | 0.0357 | 778 |
| met5 | 0 | 0 |
| met1 | 0.411 | 5550 |
| met2 | 0.425 | 4810 |
stage by stage:
step	power, mW	hold WS, ps	util
after floorplan	0.137	5930	-
after global placement	0.217	6820	0.546
after detailed placement	0.216	6850	0.546
after CTS	0.217	6860	0.546
after global routing	0.242	6940	0.546
final	0.220	6840	0.546
layout make-up:
cell class / instances / area (µm²)
inverters: 9 / 33.8
multi-input cells: 434 / 3020
fillers: 757 / 3510
repair buffers: 105 / 1030
well taps: 102 / 128
tightest hold or removal path: stages:
cell             delay (ps)
buf_2                   320
o21ai_0                 170
a311oi_1                100
clkdlybuf4s50_1         400
Yosys cell counts (9+ instances only):
library cell  count  area (µm²)
nor2_1           33         124
nand2_1          54         203
inv_1             9        33.8
maj3_1           14         140
o21a_1            9        67.6
xor2_1           40         350
clkbuf_1         20        75.1
a21oi_1          41         205
nand4_1          10        62.6
a21o_1           12        90.1
buf_2             9        45.0
o21ai_0          43         215
ha_1             32         400
Power figures rest on the tool's default switching activity, not on a simulated workload.
