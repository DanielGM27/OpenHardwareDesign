==> flow/config.mk <==
export PLATFORM = sky130hd
export DESIGN_NAME = regfile
export DESIGN_NICKNAME = regfile
export VERILOG_FILES = /design/flow/design.v
export SDC_FILE = /design/flow/constraint.sdc
export NUM_CORES = 4
export LEC_CHECK = 1
export CORE_UTILIZATION = 30
==> flow/constraint.sdc <==
current_design regfile

set clk_period 10.4
set clk_io_pct 0.2

create_clock -name clk0 -period $clk_period [get_ports {clk_i}]

set non_clock_inputs [all_inputs -no_clocks]
set_input_delay [expr $clk_period * $clk_io_pct] -clock clk0 $non_clock_inputs
set_output_delay [expr $clk_period * $clk_io_pct] -clock clk0 [all_outputs]
==> flow/run.sh <==
#!/bin/bash
# OpenROAD 26Q1-2900-gdf79404cd8, Yosys 0.63+post, stock flow scripts
make -C /OpenROAD-flow-scripts/flow DESIGN_CONFIG=/design/flow/config.mk WORK_HOME=/design/flow/orfs finish
==> flow/design.v <==
module regfile #(
parameter int XLen = 32,
parameter int NReg = 32,
localparam int NRegWidth = $clog2(NReg)
) (
input logic clk_i,                
input logic rst_ni,               
input logic [NRegWidth-1:0] a1_i, 
input logic [NRegWidth-1:0] a2_i, 
input logic [NRegWidth-1:0] a3_i, 
input logic we3_i,                
input logic [XLen-1:0] wd3_i,     
output logic [XLen-1:0] rd1_o,    
output logic [XLen-1:0] rd2_o     
);
logic [XLen-1:0] rf[NReg];
integer i;
always @(posedge clk_i or negedge rst_ni) begin
  if (!rst_ni) begin
    for (i = 0; i < NReg; i = i + 1) begin
      rf[i] = 0;
    end
  end else begin
    if (we3_i) begin
      rf[a3_i] = wd3_i;
    end
  end
end
assign rd1_o = (a1_i == '0)? '0 : rf[a1_i];
assign rd2_o = (a2_i == '0)? '0 : rf[a2_i]; 
endmodule
==> impl_metrics.py <==
# Synthesis and PnR figures
metrics = {
    "run_status": {
        "status": "finished, final reports clean",
    },
    "synth": {
        "mux_area_share_pct": 21.83,
        "synth_cell_types": 73,
        "yosys-top-cells-area": "dfrtp_1 48%, mux2_2 22%, nand3_1 6.6%",
        "edf_count": 0,
        "top_logic_kind": "multiplexers",
        "simple_gate_share_pct": 15.44,
        "avgSynthCellArea_um2": 11.16,
        "async_flop_share_pct": 100.0,
        "synthAoiAreaFrac_pct": 10.46,
        "yosysChipArea_um2": 52150,
        "xor_share_pct": 0,
        "yosys.cell_count.top_type": "mux2_2",
        "syn_inst": 4674,
        "ys_cells": 4674,
        "yosys.area_share.adder_pct": 0,
        "top_cell_area_share_pct": 47.60,
        "synthFlopType": "dfrtp_1",
        "ys_warn_count": 2,
        "yosys_register_bits": 992,
        "yosysTopAreaCell": "dfrtp_1",
        "ys_seq_share_pct": 47.60,
        "ys_top_cells_by_count": "1005 x mux2_2, 992 x dfrtp_1, 690 x nand3_1",
        "netlist_area_um2": 52150,
    },
    "final_layout": {
        "synthToLayoutAreaGrowth_pct": 14.73,
        "drive_gt1_share_pct": 33.03,
        "largest_reg_flops": 992,
    },
    "pwr": {
        "peakVddDrop_mv": 0.1425,
        "power_frac_seq_pct": 48.5,
        "internal_power_uw": 7699,
        "clockPowerShare_pct": 35.9,
        "p_sw_uw": 3403,
        "p_per_area_nw_per_um2": 185.5,
        "switching_share_pct": 30.65,
        "power_leakage_uw": 0.02504,
        "combPwrFrac_pct": 15.6,
    },
    "placement": {
        "portBuffers": 113,
        "place.gp.congestion": 1.100,
        "place_hpwl_mm": 177.1,
    },
    "sta": {
        "tightest_slew_ns": 1.390,
        "hold_viol": 0,
        "slew_violations": 0,
        "hold_slack_ns": 0.5272,
        "setup_violations": 0,
        "period_used_pct": 84.87,
        "period_minus_slack_ns": 8.826,
        "rsz0062_at_grt": "false",
        "max_freq_mhz": 113.3,
        "finalSetupTns_ns": 0,
        "maxSlewHeadroom_pct": 7.301,
        "skew_ns": 0,
    },
    "critical_path": {
        "cp-end-kind": "primary output",
        "crit_path_start_kind": "input port",
        "worstSetupStartpoint": "a2_i[2]",
        "crit_arrival_ns": 6.75,
        "crit_path_max_fanout": 34,
        "cp_data_required_time_ns": 8.32,
        "r2r-start": "rf[18][11]",
        "crit_type": "input port to primary output",
    },
    "clock_tree": {
        "cts_resized": 0,
        "htree_num_levels": 3,
        "clk_pin_slew_ns": 0.06,
        "cts_sinks": 992,
        "cts.hold.buffers_added": 0,
        "clockBufferDepth": 3,
        "clk_latency_ns": 0.76,
        "post-cts-setup-buffers": 0,
        "numCtsBuffers": 106,
        "cts_tree": "built",
        "cts_root_buffer": "clkbuf_16",
    },
    "drt": {
        "drt_wl_total_mm": 292.2,
        "routedWlPerCell_um": 41.30,
        "drt_iter0_drc": 7333,
        "drt-pass1-iter-count": 12,
        "vias": 48550,
        "ant_nets": 0,
        "route.detailed.drc": 0,
        "vias_per_cell": 6.863,
    },
    "floorplanning": {
        "coreArea_um2": 172100,
        "dieArea_um2": 175500,
        "ios": 114,
        "die_h_um": 418.9,
        "row_count": 152,
        "initCoreUtil_pct": 30.30,
        "fp.dieW_um": 418.9,
    },
    "global_routing": {
        "grt_max_degree": 116,
        "grt_pass1_vias": 46500,
        "grt_pass1_wl_mm": 396.2,
        "antenna_found_initial": 28,
        "grt-ovfl-total": 0,
        "track_usage_pct": 33.97,
    },
    "job": {
        "warning_count": 34,
        "max-cap-violations": 0,
    },
    "worst_hold_path": {
        "worstHoldStart": "rf[12][10]",
        "hold_path.class": "flop to flop",
    },
}
-- path summary, 6_finish.rpt --
path,cells past startpoint,slack [ns],end
max,10,1.57,rd2_o[5]
min,1,0.53,rf[12][10]
max reg2reg,1,9.48,rf[18][11]
min reg2reg,1,0.53,rf[12][10]
max in group asynchronous,4,6.40,rf[11][26]
min in group asynchronous,1,1.29,rf[29][4]
-- worst max-delay path: stages --
cell and delay (ns):
clkdlybuf4s50_1 0.60, buf_4 0.30, and3b_4 0.79, buf_4 0.72, and2_1 0.25, buf_4 0.25
a22oi_1 0.09, and3_1 0.16, a31oi_1 0.84, clkdlybuf4s50_1 0.63
-- power groups by stage --
| stage | clock [µW] | combinational [µW] | sequential, µW |
|---|---|---|---|
| CTS | 3990 | 1680 | 5340 |
| global route | 4140 | 1800 | 5440 |
| finish | 3980 | 1730 | 5390 |
-- cell usage in the layout, fill, tap and decap left out, types with 13 or more instances in the layout --
cell,Yosys,final
a21oi_1,77,77
clkbuf_8,0,25
and4_1,53,53
a22o_1,54,54
nand2_1,53,40
clkbuf_16,0,107
nand2_2,0,13
nor2_2,12,17
clkdlybuf4s50_1,0,105
clkbuf_1,224,15
a22oi_1,355,355
nor3_1,21,19
a2111oi_0,44,44
nor2_1,44,19
a222oi_1,33,33
and3_1,174,171
nand4_1,190,190
a31oi_1,72,72
diode_2,0,47
nand3_1,690,689
nor4_1,46,45
clkinv_2,0,15
mux2_2,1005,1005
and2_1,37,35
dfrtp_1,992,992
buf_4,13,265
nor2_4,1,21
-- logic make-up (layout without fill, tap and decap cells) --
kind of cell           Yosys count  count (layout)
buffers and inverters          535             578
AOI/OAI and AO/OA              724             724
and+or+nand+nor               1411            1411
other                            0              47
DFF                            992             992
muxes                         1012            1012
-- stage by stage --
step,setup slack [ns],power (µW),utilization [%],cells,area (µm²)
after floorplan,4.795,6087,-,4674,52150
after global placement,1.851,7042,32.63,6840,56160
after detailed placement,1.898,7069,32.63,6840,56160
after CTS,1.878,11010,34.70,7027,59720
after global routing,1.707,11390,34.70,7033,59730
final,1.574,11100,34.76,7074,59830
-- routing by layer --
layer  up-vias  part of all wire (%)  GRT usage, %
met5         -                  0.20         2.390
met4        26                    10         26.37
met3      1694                    16         21.35
met2      4766                    39         44.20
met1     24120                    34         39.49
li1      17940                     -             -
-- layout make-up --
cell class / count / area (µm²)
antenna: 47 / 117.6
clock buffer: 147 / 3078
clock inverter: 40 / 481.7
fill: 16900 / 112300
inverter: 11 / 41.29
multi-input combinational: 3147 / 25240
sequential: 992 / 24820
tap: 2310 / 2890
timing repair buffer: 380 / 3161
Power is estimated from default activity; no workload was simulated.
